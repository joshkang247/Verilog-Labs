$ cat ./config.mk
export PLATFORM = sky130hd
export DESIGN_NAME = part2
export DESIGN_NICKNAME = part2
export VERILOG_FILES = /design/flow/design.v
export SDC_FILE = /design/flow/constraint.sdc
export NUM_CORES = 4
export LEC_CHECK = 1
export CORE_AREA = 10 10 70 70
export DIE_AREA = 0 0 80 80
$ cat ./constraint.sdc
current_design part2

set clk_period 2.0
set clk_io_pct 0.2

create_clock -name clk0 -period $clk_period

set non_clock_inputs [all_inputs -no_clocks]
set_input_delay [expr $clk_period * $clk_io_pct] -clock clk0 $non_clock_inputs
set_output_delay [expr $clk_period * $clk_io_pct] -clock clk0 [all_outputs]
$ cat ./design.v
module part2(input [9:0] SW, output [0:6] HEX0, HEX1);
	wire [3:0]Z, G, Y;
	assign Z[0] = (SW[3] & SW[2]) | (SW[3] & SW[1]);
	assign Z[1] = 0;
	assign Z[2] = 0;
	assign Z[3] = 0;
	binary_to_7seg U0 (Z, HEX1);
	circuitA A0 (SW[2:0], G);
	mux_4bit_2to1 B0 (Z[0], SW[3:0], G, Y);
	binary_to_7seg U1 (Y, HEX0);
endmodule
module mux_4bit_2to1(input S, input [3:0] V, A, output [3:0] F);
	assign F[0] = (~S & V[0]) | (S & A[0]);
	assign F[1] = (~S & V[1]) | (S & A[1]);
	assign F[2] = (~S & V[2]) | (S & A[2]);
	assign F[3] = (~S & V[3]) | (S & A[3]);
endmodule
module circuitA(input [2:0] X, output [3:0] F);
	assign F[3] = 0;
	assign F[2] = X[2] & X[1];
	assign F[1] = X[2] & ~X[1];
	assign F[0] = (X[1] & X[0]) | (X[2] & X[0]);
endmodule
module binary_to_7seg(input [3:0] V, output [0:6] DISP);
	assign DISP[0] = (V[2] & ~V[1] & ~V[0]) | (~V[3] & ~V[2] & ~V[1] & V[0]);
	assign DISP[1] = (V[2] & ~V[1] & V[0]) | (V[2] & V[1] & ~V[0]);
	assign DISP[2] = ~V[2] & V[1] & ~V[0];
	assign DISP[3] = (V[3] & V[0]) | (V[2] & ~V[1] & ~V[0]) | (~V[2] & ~V[1] & V[0]) | (V[2] & V[1] & V[0]);
	assign DISP[4] = V[0] | (V[2] & ~V[1]);
	assign DISP[5] = (V[1] & V[0]) | (~V[3] & ~V[2] & V[0]) | (~V[3] & ~V[2] & V[1]);
	assign DISP[6] = (V[2] & V[1] & V[0]) | (~V[3] & ~V[2] & ~V[1]);
endmodule
$ cat ./run.sh
#!/bin/bash
# OpenROAD 26Q1-2900-gdf79404cd8, Yosys 0.63+post, stock flow scripts
make -C /OpenROAD-flow-scripts/flow DESIGN_CONFIG=/design/flow/config.mk WORK_HOME=/design/flow/orfs finish
==> out/qor.yml <==
status: "complete, no violations"
crit_arrival_ps: 1540
cp-end-kind: "primary output"
wl_per_cell_um: 7.43
grt_pass1_wl_um: 1240
drt_iter0_markers: 12
warning_count: 39
core_mm2: 0.00342
layout_top_cell: "clkdlybuf4s50_1"
placed_cell_area_um2: 424
grt_max_degree: 7
crit_start: "SW[1]"
yosys.cell_types.count: 20
dieArea_mm2: 0.00640
leakagePower_nw: 0.164
grt_setup_unrepaired: "yes"
comb_area_um2: 165
overflow: 0
via_per_inst: 2.65
yosys.area.top_type: "buf_4"
drt-total-wl_um: 706
fin_util_pct: 11.9
antenna_cells: 0
ys_sh_simple_pct: 30.2
fmax_mhz: 515
mux_area_share_pct: 0
setup_viol: 0
first_global_vias: 289
firstDrtPassIters: 2
via_count: 252
synth_cells: 36
slowest_delay_ps: 470
seqCellArea_um2: 0
cp_top_family: "buffers and inverters"
cts_post_setup_buffers_inserted: 0
fin_crit_sh_pct: 97.1
path_max_fanout: 6
clock_buffers: 0
rows: 21
antenna_found_initial: 0
required_ps: 1600
nFlopsAndLatches: 0
hold_start: "SW[2]"
ys_chip_area_um2: 236
fp_util_pct: 6.92
p_per_area_mw_per_mm2: 191
hold_viol_final: 0
lay_top_cells: "clkdlybuf4s50_1, buf_4, nand2b_1, nand2_1, conb_1"
min_to: "HEX0[3]"
peakVddDrop_mv: 0.0384
drive_above_1_share_pct: 30.6
gp_congestion: 0.714
synth.top_cells.by_area: "buf_4, nand2b_1, xor2_1"
yosys_warnings: 0
dieWidth_um: 80
synthDominantCellAreaShare_pct: 25.4
top_level_ports: 24
hp-class: "primary input to primary output"
setup_tns_ps: 0
ant_nets: 0
hpwlAfterDp_um: 649
min_path_cells: 4
die_h_um: 80
start_kind: "primary input"
port-buffer-count: 15
ys_sh_xor_pct: 7.41
ys_seq_share_pct: 0
fa_ha_area_share_pct: 0
drc: 0
synthAoiAreaFrac_pct: 25.4
yosysCellCount: 36
fin_crit_ps: 1940
stdcell_area_um2: 407
maxSlewViolCount: 0
criticalPathCategory: "primary input to primary output"
ys_top_logic_family: "buffers and inverters"
critPathBufInv: 3
netlist_area_um2: 236
critPathSlowestCell: "clkdlybuf4s50_1"
groute.usage.overall_pct: 2.29
path_cells: "buf_2 -> buf_4 -> nand3b_1 -> a21boi_0 -> nor2_1 -> clkdlybuf4s50_1"
cap_violations: 0
syn2layout_area_growth_pct: 72.0
avgSynthCellArea_um2: 6.57
fill_cells: 401
==> cell type report <==
cell class	count	area share [%]
inverter	1	0.923
multi-input combinational	26	40.6
tap	46	14.2
timing repair buffer	22	44.3
==> power breakdown <==
part / internal [mW] / switching, mW / leakage (nW)
clock: 0 / 0 / 0
sequential: 0 / 0 / 0
combinational: 0.0506 / 0.0270 / 0.164
==> repair_timing <==
action                     in CTS  in global routing
pin swaps                       1                  0
hold buffers                    0                  0
setup endpoints to repair      11                  5
gates resized                  14                  4
==> cells by family after synthesis <==
| family | Yosys count |
|---|---|
| AOI/OAI and AO/OA | 8 |
| xor gates and xnor gates | 2 |
| buffers and inverters | 11 |
| other | 2 |
| and+or+nand+nor | 13 |
==> routing by layer <==
metal	vias to the layer above	share of wire, %	global-route usage, %
met5	-	0	0
met4	0	0	0
met1	103	45	3.10
met3	0	25	1.70
li1	133	-	-
met2	16	30	2.97
==> through the flow <==
step	setup slack [ps]	hold WS, ps	total power [mW]	instances
3_5_place_dp	-440	1820	0.0858	95
2_1_floorplan	563	835	0.0414	37
4_1_cts	13.4	1450	0.0818	95
5_1_grt	-66.5	1350	0.0896	95
6_report	57.1	1300	0.0776	95
3_3_place_gp	-403	1830	0.0846	95
==> cell usage after synthesis (all sizes together) <==
cell type	n
a211oi	1
a21boi	1
a21oi	2
buf	10
conb	2
inv	1
nand2	3
nand2b	3
nand3	1
nand3b	1
nor2	2
nor2b	2
o211ai	1
o21a	1
o21ai	1
o221ai	1
or2	1
xor2	2
==> worst max-delay path by stage <==
stage         cells past startpoint      end
finish                            6  HEX0[2]
CTS                               6  HEX0[2]
global route                      6  HEX0[2]
Power and IR drop assume default switching activity.
