==> flow/design.v <==
module part12(input [9:0] SW, input [3:0] KEY, output [9:0]LEDR, output [8:0] Y, y);
	wire w, z;
	assign w = SW[1];
	assign LEDR[9] = z;
	assign Y[0] = SW[0];
	assign Y[1] = SW[0]&(~w&(~y[0]|y[5]|y[6]|y[7]|y[8]));
	assign Y[2] = SW[0]&(~w&y[1]);
	assign Y[3] = SW[0]&(~w&y[2]);
	assign Y[4] = SW[0]&(~w&(y[3]|y[4]));
	assign Y[5] = SW[0]&(w&(~y[0]|y[1]|y[2]|y[3]|y[4]));
	assign Y[6] = SW[0]&(w&(y[5]));
	assign Y[7] = SW[0]&(w&(y[6]));
	assign Y[8] = SW[0]&(w&(y[8]|y[7]));
	assign z = (y[8]|y[4]);
	flipflop A1 (Y[0], KEY[0], SW[0], y[0]);
	flipflop A2 (Y[1], KEY[0], SW[0], y[1]);
	flipflop A3 (Y[2], KEY[0], SW[0], y[2]);
	flipflop A4 (Y[3], KEY[0], SW[0], y[3]);
	flipflop A5 (Y[4], KEY[0], SW[0], y[4]);
	flipflop A6 (Y[5], KEY[0], SW[0], y[5]);
	flipflop A7 (Y[6], KEY[0], SW[0], y[6]);
	flipflop A8 (Y[7], KEY[0], SW[0], y[7]);
	flipflop A9 (Y[8], KEY[0], SW[0], y[8]);
	assign LEDR[8:0] = y[8:0];
endmodule
module flipflop(input D, Clock, Resetn, output reg Q);
	always @(posedge Clock)
		Q <= D;
endmodule
==> flow/run.sh <==
#!/bin/bash
# OpenROAD 26Q1-2900-gdf79404cd8, Yosys 0.63+post, stock flow scripts
make -C /OpenROAD-flow-scripts/flow DESIGN_CONFIG=/design/flow/config.mk WORK_HOME=/design/flow/orfs finish
==> flow/config.mk <==
export PLATFORM = sky130hd
export DESIGN_NAME = part12
export DESIGN_NICKNAME = part12
export VERILOG_FILES = /design/flow/design.v
export SDC_FILE = /design/flow/constraint.sdc
export NUM_CORES = 4
export LEC_CHECK = 1
export CORE_AREA = 10 10 70 70
export DIE_AREA = 0 0 80 80
==> flow/constraint.sdc <==
current_design part12

set clk_period 1.2
set clk_io_pct 0.2

create_clock -name clk0 -period $clk_period [get_ports {KEY}]

set non_clock_inputs [all_inputs -no_clocks]
set_input_delay [expr $clk_period * $clk_io_pct] -clock clk0 $non_clock_inputs
set_output_delay [expr $clk_period * $clk_io_pct] -clock clk0 [all_outputs]
==> changes_impl.md <==
### Implementation results

* Part of the power in the clock network at 32.4%
* Max frequency at 798 MHz
* Yosys synthesis warning count at 1
* Count of flip-flops with a built-in enable after synthesis at 0
* Capturing point of the worst reg2reg path: A2.Q
* Number of input and output port buffers inserted at 30
* Number of hold-slack violations in the final timing report at 0
* Number of cell instances after yosys synthesis at 53
* Area grow syn2layout at 66.7%
* Most common cell in the netlist: buf_4
* Largest stage delay, worst path at about 330 ps
* Number of distinct library cell variants in the gate-level netlist after synthesis at 10
* Initial antenna violation count at 0
* Fraction of layout instances using a drive strength above 1 at 75.3%
* Clock tree root buffer cell: clkbuf_4
* Relative contribution of combinational cells to total power at 13.8%
* Peak supply drop at around 0.35 mV
* Inserted Diodes at 0
* Top cells by area: buf_4 (43%), dfxtp_1 (37%), nor2_1 (5.4%)
* Max-cap violation count at 0
* Routability cong. at between 0.6 and 0.7
* Cells after DPL at 112
* Internal power at 0.487 mW
* Leading area contributor after synthesis: buf_4
* Clk_skew at around 0.7 ps
* Number of global-route vias before repair at about 350
* Dominant flop cell: dfxtp_1
* Max H-tree Level at 1
* XOR/XNOR share of the synthesized area at 0%
* Startpoint of the worst register-to-register path: A7.Q
* Number of violations reported at the end of detailed-routing iteration 0 at 4
* Drc violations at 0
* Capture point of the worst path: LEDR[9]
* I/O Pins at between 40 and 50
* Post-synthesis sequential area ratio at 36.9%
* Worst-case headroom to the max-slew limit at 88.5%
* Aggregate global-route resource usage at approximately 3.5%
* Crit path launch: A9.Q
* Post-synth regs at 9
* Final setup violation count at 3
* Height of the chip at approximately 80 um
* PnR worst setup slack at -52.4 ps
* Max-slew violation count at 0
* Sequential share of power at 53.9%
* Number of buffers on the longest clock path at 2
* Number of detailed-routing iterations run before antenna repair at 3
* Worst Path Max Fanout at 3
* Cell count after synthesis at between 50 and 60
* Cell repeated most along the worst path: buf_6
* Main logic family: buffers and inverters
* Sink count of the clock tree at 9
* Async SR Flop Fraction at 0%
* CP Depth at 3
* Latency at later pin at 230 ps
* Maximum number of pins on one net before global-route repair at 7
* Slowest cell on the critical path: dfxtp_2
* Overall die width at roughly 80 um
* Startpoint Class: register
* Wire length per cell after detailed routing at between 9 and 10 um
* Multiplexer fraction of the synthesized cell area at 0%
* Remaining global-route overflow at 0
* Required @ worst endpoint at 960 ps
* Status: finished with violations
* Path category of the worst min-delay check: input port to register
* Data arrival time of the worst path at 1010 ps
* Static power due to leakage at 0.385 nW
* TritonCTS buffer count at 3
* CP delay by family, top: flip-flops
* Via/cell ratio at 2.87
* Worst Max-Slew Pin Slew at 172 ps
* Fill cell total of the finished layout at 374
* Syn avg cell area at 9.21 sq um
* Final worst path period need at 1250 ps
* Unrepaired setup endpoints after global routing: yes
* Layout Cells excl Fill at 119
* Switching share of total power at ~17%
* Power Dens Cells at 717 nW/um^2
* Number of standard-cell rows in the floorplan at 21
* Fa+ha+maj area frac at 0%
* Core area at 3420 sq um
* Sw Pwr at ~0.097 mW
* Worst reg-to-reg path cell count at 3
* Worst path buffer plus inverter count at 2
* Die Footprint at ~6400 sq um
* Yosys simple share at 13.8%
* Violations in the final reports: setup timing
* Core utilization at floorplan at between 10% and 20%
* Final clock period utilization by the worst path at 104%
* Remaining number of nets flagged by the antenna check after routing at 0
* Yosys Chip Area at approximately 490 sq um
* Final design utilization at a little under a quarter
* CTS clock-pin slew for the worst setup and hold paths at 50 ps
* Total tool warning count at 59
* Hpwl dp at 988 um
* CTS tree: built
* Total number of vias at around 340
* Total Wirelength at 1170 um
* R2r setup slk at between 400 and 500 ps
* Compound-cell area share of the yosys netlist at 4.62%
* CP endpoint kind: primary output
* Worst setup path class: register to primary output
* Share of the synthesized area in the top cell type at 43.1%
* Wire length of the first global-routing pass at around 1700 um
* Most common library cells after synthesis: buf_4 (28), dfxtp_1 (9), nor2_1 (7)
* Cell area after synthesis at 488 sq um
* Cell chain of the critical path: buf_6 -> or2_4 -> buf_6
-- power by group through the flow --
stage / sequential, mW / clock (mW) / combinational, mW
CTS: 0.314 / 0.241 / 0.0793
global route: 0.314 / 0.264 / 0.0895
finish: 0.314 / 0.189 / 0.0803
-- metrics by stage --
stage | total power [mW] | instance area, sq um | hold WS, ps | setup WS [ps] | setup TNS [ps]
floorplan | 0.357 | 488 | 268 | 243 | 0
global placement | 0.400 | 718 | 469 | -697 | -5710
detailed placement | 0.399 | 718 | 479 | -709 | -5790
CTS | 0.635 | 769 | 178 | -94.1 | -397
global route | 0.668 | 813 | 182 | -128 | -442
finish | 0.583 | 813 | 213 | -52.4 | -63.1
-- kinds of logic after synthesis --
logic type	after synthesis
buffers and inverters	30
AND/OR/NAND/NOR	12
flip-flops	9
AND-OR/OR-AND	2
-- metal layers --
metal,GRT usage (%),vias to the layer above,share of wire (%)
met5,0,-,0
met4,0.176,0,0
met3,2.61,0,15
met2,5.62,20,47
met1,3.74,145,38
li1,-,176,-
-- sequential cells by signal (all words and copies together) (netlist names) --
signal	flops
A4.Q	1
A3.Q	1
A7.Q	1
A6.Q	1
A9.Q	1
A5.Q	1
A1.Q	1
A8.Q	1
A2.Q	1
-- worst min-delay path by stage --
| stage | startpoint | to | slack [ps] | cells past startpoint |
|---|---|---|---|---|
| CTS | SW[0] | A1.Q | 180 | 1 |
| global route | SW[0] | A1.Q | 180 | 1 |
| finish | SW[0] | A1.Q | 210 | 1 |
-- cells in the final DEF, fill, tap and decap left out --
cell type | Yosys | layout
a31oi_2 | 0 | 1
a41oi_2 | 1 | 1
and3_4 | 0 | 2
buf_2 | 0 | 9
buf_4 | 28 | 3
buf_6 | 0 | 15
clkbuf_1 | 0 | 1
clkbuf_2 | 0 | 2
clkbuf_4 | 0 | 3
clkdlybuf4s15_1 | 0 | 8
clkdlybuf4s50_1 | 0 | 1
dfxtp_2 | 0 | 8
dfxtp_4 | 0 | 1
dlygate4sd2_1 | 0 | 6
inv_1 | 2 | 2
nand2_2 | 1 | 1
nand2b_4 | 1 | 1
nor2_2 | 0 | 4
nor2_4 | 0 | 3
or2_4 | 0 | 1
-- layout make-up --
type	count	area, sq um	area share, %
tap	46	57.6	7.08
sequential	9	194	23.8
multi-input combinational	14	139	17.1
timing repair buffer	44	389	47.8
clock buffer	4	26.3	3.23
inverter	2	7.51	0.923
-- what timing repair did --
action,4_1_cts,5_1_grt
hold buffers,0,0
pin swaps,6,5
gates resized,89,20
cloned,0,0
setup buffers,3,0
setup endpoints to repair,28,16
endpoints found under the hold margin,0,0
No activity file was given, so power comes from the tool's default toggle rates.
