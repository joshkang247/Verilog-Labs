--- flow/config.mk ---
export PLATFORM = sky130hd
export DESIGN_NAME = part5
export DESIGN_NICKNAME = part5
export VERILOG_FILES = /design/flow/design.v
export SDC_FILE = /design/flow/constraint.sdc
export NUM_CORES = 4
export LEC_CHECK = 1
export CORE_AREA = 10 10 70 70
export DIE_AREA = 0 0 80 80
--- flow/constraint.sdc ---
current_design part5

set clk_period 1.1
set clk_io_pct 0.2

create_clock -name clk0 -period $clk_period

set non_clock_inputs [all_inputs -no_clocks]
set_input_delay [expr $clk_period * $clk_io_pct] -clock clk0 $non_clock_inputs
set_output_delay [expr $clk_period * $clk_io_pct] -clock clk0 [all_outputs]
--- flow/design.v ---
module part5(SW, LEDR, HEX0, HEX1, HEX2);
	input [9:0] SW;
	output [9:0] LEDR;
	output [0:6] HEX0;
	output [0:6] HEX1;
	output [0:6] HEX2;
	wire [1:0] M0;
	wire [1:0] M1;
	wire [1:0] M2;
	assign LEDR[9:8] = SW[9:8];
	mux_2bit_3to1 U0 (SW[9:8], SW[5:4], SW[3:2], SW[1:0], M0);
	char_7seg H0 (M0, HEX2);
	mux_2bit_3to1 U1 (SW[9:8], SW[3:2], SW[1:0], SW[5:4], M1);
	char_7seg H1 (M1, HEX1);
	mux_2bit_3to1 U2 (SW[9:8], SW[1:0], SW[5:4], SW[3:2], M2);
	char_7seg H2 (M2, HEX0);
endmodule
module mux_2bit_3to1 (S, U, V, W, M);
	input[1:0] S, U, V, W;
	output[1:0] M;
	assign M[1] = (~S[1] & ((~S[0] & U[1])|(S[0] & V[1]) )|(S[1] & ( (S[0])|(~S[0] & W[1]) )) );
	assign M[0] = (~S[1] & ((~S[0] & U[0])|(S[0] & V[0]) )|(S[1] & ( (S[0])|(~S[0] & W[0]) )) );
endmodule
module char_7seg (C, Display);	
	input[1:0] C; 
	output[0:6] Display;
	assign Display[0] = ~C[0]| C[1];
	assign Display[1] = C[0];
	assign Display[2] = C[0];
	assign Display[3] = C[1];
	assign Display[4] = C[1];
	assign Display[5] = ~C[0]| C[1];
	assign Display[6] = C[1];
endmodule
--- flow/run.sh ---
#!/bin/bash
# OpenROAD 26Q1-2900-gdf79404cd8, Yosys 0.63+post, stock flow scripts
make -C /OpenROAD-flow-scripts/flow DESIGN_CONFIG=/design/flow/config.mk WORK_HOME=/design/flow/orfs finish
==> summary.txt <==
Implementation numbers.

- The flow ran to the end, but the final reports show violations.
- The checks that failed: negative setup slack.
- In this run the cell area of the synthesized design comes to between 300 and 400 um^2.
- The average detailed-routed wire length per instance reads 10.90 um.
- The site row count reads 21.
- The flow measured a signed area growth from synthesis to layout of 89.51%.
- Measured on the finished design, the core utilization comes to about 19%.
- The net switching share of the total power is between 30% and 40%.
- The part of the total power dissipated in the clock network is 0%.
- The filler cells instantiated in the layout total just under 400.
- There are 0 flip-flops and latches.
- The die area is between 6000 and 7000 um^2.
- The final max-slew violation count recorded for this run is 0.
- The largest net degree at the start of global routing reads 12.
- The worst endpoint required time reads 880 ps.
- The class of the tightest hold or removal check is in -> out.
- The final tally of hold violations is 0.
- The worst setup path is of the in -> out kind.
- The worst path buffer plus inverter count reads 4.
- The via count of the first global-routing pass is about 370.
- The die boundary height is ~80 um.
- The total detailed-routing wirelength is approximately 1300 um.
- Per STA, the worst path is made up of buf_12 > mux2_4 > o22a_1 > buf_6 > buf_6 > buf_6.
- Setup repair after global routing could not meet its margin everywhere.
- The final antenna-violating net count reads 0.
- The final report lists the setup-violating endpoint count as 22.
- The post-layout instance area reads roughly 630 um^2.
- The global-route wire length before repair is between 2000 and 2500 um.
- The smallest clock period supported by the final layout is computed as ~1400 ps.
- Routability-driven placement finished with a final weighted congestion of between 0.8 and 0.9.
- The part of the power in combinational logic reads 100.0%.
- The number of violations reported at the end of detailed-routing iteration 0 is 7.
- The final timing report gives a worst setup slack of -255.9 ps.
- Global routing finished with a remaining overflow of 0.
- Based on the critical path, the design can be clocked at up to 737.5 MHz.
- For this design the top-level I/O count stands at just over 40.
- For reference, the top cells by area after synthesis are buf_4 49%, mux2i_1 12%, o21ai_0 12%, nand2b_1 5.6%, o22a_1 5.2%.
- The script logs the ratio of routed vias to standard cells as 2.906.
- The cell with the largest stage delay on the worst path reads mux2_4.
- The placement-stage cell area reads approximately 600 um^2.
- The register cell area after layout reads 0 um^2.
- The dominant cell type by area after synthesis reads buf_4.
- For this run the detailed placement stage logged an HPWL of around 1100 um.
- The placeable core area reads ~3400 um^2.
- The total via count after detailed routing is 340.
- The cell count after synthesis is roughly 45.
- The number of warnings reported in the stage logs is 37.
- The mean post-synth cell area reads roughly 7.4 um^2.
- The hold slack reads 818.6 ps.
- The report counts max-capacitance violations totalling 0.
- The setup slack after placement reads -1118 ps.
- In the Yosys report, the sequential cells make up 0% of the chip area.
- The total cells reported by yosys after synthesis reads around 45.
- The worst setup path is captured at an output port.
- The arrival time of data at the critical path endpoint is between 1000 and 1500 ps.
- The highest fanout seen on the critical path is 6.
- For this design the ratio of total power to cell area is around 440 nW/um^2.
- The share of the core filled by cells before placement is roughly a tenth.
- In the routed design, unresolved DRC markers number 0.
- The largest delay contributor family on the critical path reads buffers and inverters.
- The width of the chip is 80 um.
- The yosys synthesis chip area reads ~330 um^2.
- The net switching component of the power is between 80 and 90 uW.
- The power share of the sequential group reads 0%.
- STA classifies the critical path startpoint as a primary input.
- The overall fraction of global-route tracks in use is 3.902%.
- Clock buffers in the final layout number 0.
- Overall power consumption after layout is estimated at approximately 280 uW.
- The cell with the most instances on the worst path is buf_6.
- As logged by OpenROAD, the buffers inserted on ports number 31.
- Among all stages on the critical path, the maximum delay recorded is ~280 ps.
- The initial antenna violation count reads 1.
- The ratio of final minimum period to clock period is 123.3%.
- Yosys mapped the design onto 11 distinct sky130hd cell types.
- According to the report, the first pass of detailed routing completed in 2 iterations.
- The proportion of layout cells with a drive suffix above 1 is a little over three fifths.
- The internal power of the cells reads about 190 uW.
- The static leakage power reads roughly 0.00031 uW.
- The largest voltage drop on the vdd net reads slightly below 0.06 mV.
- The logic area is roughly 210 um^2.
- The fraction of post-synthesis cell area in the top cell type by area is between 40 and 50%.
- The number of warnings issued by yosys is 8.
## stage by stage
stage / instances / TNS [ps]
after detailed placement: 112 / -20680
after global placement: 112 / -20520
final: 117 / -2522
after floorplan: 52 / -65.84
after global routing: 117 / -3712
after CTS: 118 / -5257
## power groups by stage
| stage | Sequential [uW] | Clock [uW] | Combinational [uW] |
|---|---|---|---|
| after CTS | 0 | 0 | 269 |
| after global routing | 0 | 0.000121 | 306 |
| final | 0 | 0.000121 | 276 |
## final cells by class
cell class / instances / area share [%]
Antenna cell: 1 / 0.3953
Multi-Input combinational cell: 28 / 32.61
Tap cell: 46 / 9.091
Timing Repair Buffer: 42 / 57.91
## cell families (layout without fill, tap and decap cells)
| kind of cell | count (synthesis) | count (layout) | synth area share [%] |
|---|---|---|---|
| mux | 6 | 6 | 19.85 |
| compound gates | 11 | 11 | 19.48 |
| other cells | 1 | 9 | 1.123 |
| simple gates | 3 | 3 | 5.619 |
| buf+inv | 24 | 42 | 53.93 |
## layout by cell type (no fill, tap or decap)
master	count
buf_6	15
clkdlybuf4s50_1	1
o21ai_0	1
o22a_1	2
diode_2	1
clkdlybuf4s15_1	2
mux2i_2	1
dlygate4sd2_1	2
mux2_4	2
o21ai_2	3
buf_4	4
nand2b_4	1
o21ai_1	4
buf_2	13
nand2b_1	2
mux2i_1	3
clkbuf_2	3
conb_1	8
o211ai_1	1
buf_12	2
## timing repair
item,in CTS,in global routing
endpoints found under the setup margin,23,22
resized,104,14
pin swaps,7,5
buffers inserted,8,0
hold buffers,0,0
## synth_stat cells, drive strengths merged
master	count
o21ai	8
o22a	2
clkbuf	1
mux2	2
mux2i	4
nand2b	3
o211ai	1
buf	23
conb	1
## tightest hold or removal path: stages
cell and delay [ps]:
buf_12 90, buf_6 90, dlygate4sd2_1 190
## path summary, 6_finish.rpt
| path | startpoint | to | slack (ps) | depth (start not counted) |
|---|---|---|---|---|
| setup / recovery | SW[9] | HEX1[1] | -260 | 6 |
| hold / removal | SW[9] | LEDR[9] | 820 | 3 |
## routing by layer
metal | vias to the layer above | GRT usage [%] | routed length (um)
met1 | 152 | 4.351 | 443
li1 | 174 | - | -
met4 | 0 | 0 | 0
met3 | 0 | 1.477 | 141
met2 | 14 | 7.223 | 690
met5 | - | 0 | 0
Power and IR drop assume default switching activity.
